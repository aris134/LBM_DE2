$ cat ./design.v
module column_generator #(GRID_DIM=16, ADDRESS_WIDTH=$clog2(GRID_DIM*GRID_DIM))
								 (input Clk, start,
								  input [ADDRESS_WIDTH-1:0] count_init,
								  output [ADDRESS_WIDTH-1:0] column);
logic busy;
logic valid;
logic dbz;
logic ovf;
logic signed [ADDRESS_WIDTH-1:0] divisor;
logic signed col;
logic signed q;
assign column = col;
assign divisor = GRID_DIM;
fp_div #(.WIDTH(ADDRESS_WIDTH), .FBITS(0)) divider (.clk(Clk), .start(start), .busy(busy),
         .valid(valid), .dbz(dbz), .ovf(ovf), .x(count_init), .y(divisor), .q(q), .r(col));
endmodule
module fp_div #(
    parameter WIDTH=32,   
    parameter FBITS=24    
    ) (
    input wire logic clk,
    input wire logic start,           
    output     logic busy,            
    output     logic valid,           
    output     logic dbz,             
    output     logic ovf,             
    input wire logic signed [WIDTH-1:0] x,   
    input wire logic signed [WIDTH-1:0] y,   
    output		logic signed [WIDTH-1:0] q,   
    output     logic signed [WIDTH-1:0] r    
    );
    localparam FBITSW = (FBITS) ? FBITS : 1;
    logic signed [WIDTH-1:0] y1;            
    logic [WIDTH-1:0] q1, q1_next;   
    logic [WIDTH:0] ac, ac_next;     
    localparam ITER = WIDTH+FBITS;   
    logic [$clog2(ITER)-1:0] i;      
	 logic negate;
	 logic signed [WIDTH-1:0] x1;
	 assign negate = x[WIDTH-1] ^ y[WIDTH-1];  
	 assign x1 = (x > 0) ? x : -x;
	 assign y1 = (y > 0) ? y : -y;
    always_comb begin
        if (ac >= {1'b0,y1}) begin
            ac_next = ac - y1;
            {ac_next, q1_next} = {ac_next[WIDTH-1:0], q1, 1'b1};
        end else begin
            {ac_next, q1_next} = {ac, q1} << 1;
        end
    end
    always_ff @(posedge clk) begin
        if (start) begin
            valid <= 0;
            ovf <= 0;
            i <= 0;
            if (y == 0) begin   
                busy <= 0;
                dbz <= 1;
            end else begin
                busy <= 1;
                dbz <= 0;
                {ac, q1} <= {{WIDTH{1'b0}}, x1, 1'b0};  
            end
        end else if (busy) begin
            if (i == ITER-1) begin   
                busy <= 0;
                valid <= 1;
                r <= ac_next[WIDTH:1];   
					 if (!negate) begin
						q <= q1_next;
					 end else begin
						q <= ~q1_next + 1;
					 end
            end else if (i == WIDTH-1 && q1_next[WIDTH-1:WIDTH-FBITSW]) begin  
                busy <= 0;
                ovf <= 1;
                q <= 0;
                r <= 0;
            end else begin   
                i <= i + 1;
                ac <= ac_next;
                q1 <= q1_next;
            end
        end
    end
endmodule
$ cat ./run.sh
#!/bin/bash
# OpenROAD 26Q1-2900-gdf79404cd8, Yosys 0.63+post, stock flow scripts
make -C /OpenROAD-flow-scripts/flow DESIGN_CONFIG=/design/flow/config.mk WORK_HOME=/design/flow/orfs finish
$ cat ./config.mk
export PLATFORM = sky130hd
export DESIGN_NAME = column_generator
export DESIGN_NICKNAME = column_generator
export VERILOG_FILES = /design/flow/design.v
export SDC_FILE = /design/flow/constraint.sdc
export NUM_CORES = 4
export LEC_CHECK = 1
export CORE_AREA = 10 10 108 108
export DIE_AREA = 0 0 118 118
$ cat ./constraint.sdc
current_design column_generator

set clk_period 4.2
set clk_io_pct 0.2

create_clock -name clk0 -period $clk_period [get_ports {Clk}]

set non_clock_inputs [all_inputs -no_clocks]
set_input_delay [expr $clk_period * $clk_io_pct] -clock clk0 $non_clock_inputs
set_output_delay [expr $clk_period * $clk_io_pct] -clock clk0 [all_outputs]
==> results.yml <==
# implementation run metrics
detailed_routing:
  wl_per_cell_um: 8.93
  drt-initial-drc-count: 39
  routed_via_density: 3.38
  drcViolationCount: 0
  drtAntennaViolNets: 0
  wl_um: 2400
  vias: 908
  dr.pass1.iters: 4
  n_antenna_cell: 0
finish:
  fillers: 1060
  utilization: 0.164
  lay_top_count: "nand2_1"
  drive_above_1_share: 0.0643
  lay_top_cells: "nand2_1 (23), clkdlybuf4s50_1 (17), dfxtp_1 (13)"
  syn_to_final_growth_pct: 29.2
  final-instance-count-excl-fill: 269
clocking:
  cts_resized: 0
  clock_path_buffers: 2
  cts_buffers: 3
  cts_max_level: 1
  cts_tree: "yes"
  root_buffer: "clkbuf_8"
  cts_hold_buf: 0
  post-cts-setup-buffers: 0
  worstSkewPairLatency_ns: 0.26
  clk_pin_slew_ns: 0.08
  clkSinkCount: 22
global_routing:
  grt_pass1_vias: 927
  overflow: 0
  grt_pass1_wl_um: 4190
  antenna_found_initial: 0
  grt_max_degree: 19
  grt_usage: 0.0345
worst_setup_path:
  rr_worst_depth: 4
  cp.required_ns: 4.21
  startpoint_type: "input pin"
  rr_startpoint: "divider.i[0]"
  worstPathArrival_ns: 2.38
  path_class: "input pin to flop"
  timing.rr.end: "divider.q1[1]"
  critPathMaxFanout: 18
  cp-end-kind: "flop"
  r2r_slack_ns: 2.25
status:
  outcome: "completed"
synth:
  yosys-mux-area-fraction: 0.0170
  async_flop_share: 0
  ys_sh_xor: 0.0372
  synth.logic.top_family: "simple AND/OR/NAND/NOR gates"
  synthAdderAreaFrac: 0.0531
  ys.flops: 22
  synth_cell_types: 36
  synth_cells: 129
  yosys-stat-cells: 129
  aoi_share: 0.157
  yosys-stat-area_um2: 1180
  ys_warn_count: 3
  avgSynthCellArea_um2: 9.13
  synthesis.area_um2: 1180
  synth_seq_share: 0.451
  ys_sh_simple: 0.197
  flop_cell: "dfxtp_1"
  synth-edff-count: 9
min_path:
  hold_path.class: "flop to flop"
  hp-start: "divider.i[1]"
  min_path_cells: 2
  worstHoldEndpoint: "divider.i[1]"
placed_design:
  gp_congestion: 0.738
  dp_hpwl_um: 1740
  dp_cells: 265
  port_buffers: 17
floorplan:
  die_w_um: 118
  rows: 35
  die-area_um2: 13900
  initCoreUtil: 0.127
  pin_count: 18
  chipHeight_um: 118
  core-area_um2: 9280
sta:
  fin_skew_ns: 0.00784
  hold_viol: 0
  finalSetupViolCount: 0
  period_used_share: 0.563
  slew_headroom: 0.575
  drv_slew: 0
  worst_pin_slew_ns: 0.635
  max_freq_mhz: 423
  finalCriticalPeriod_ns: 2.37
  fin_tns_setup_ns: 0
  rsz0062_at_grt: "no"
power_and_ir_drop:
  power.density_nw_per_um2: 395
  p_leak_nw: 0.550
  ir_worst_vdd_mv: 0.202
run:
  openroad.warnings: 26
  cap_violations: 0
## cells in the mapped netlist (all sizes together) (2+ instances only)
| cell type | instances | area (um2) |
|---|---|---|
| a21boi | 2 | 15.0 |
| a21oi | 10 | 50.1 |
| a31o | 2 | 17.5 |
| buf | 9 | 62.6 |
| clkbuf | 3 | 11.3 |
| dfxtp | 13 | 260 |
| edfxtp | 9 | 270 |
| ha | 5 | 62.6 |
| inv | 8 | 30.0 |
| mux2i | 2 | 20.0 |
| nand2 | 23 | 86.3 |
| nand2b | 4 | 25.0 |
| nand3 | 2 | 10.0 |
| nor2 | 4 | 15.0 |
| nor3 | 3 | 15.0 |
| nor3b | 2 | 15.0 |
| nor4 | 2 | 12.5 |
| o211ai | 3 | 22.5 |
| o21ai | 3 | 18.8 |
| o22ai | 3 | 18.8 |
| xnor2 | 4 | 35.0 |
## stage by stage
stage | total power [mW] | setup slack [ns] | hold slack, ns | cell area (um2)
6_report | 0.601 | 1.83 | 0.465 | 1520
5_1_grt | 0.639 | 1.72 | 0.496 | 1520
4_1_cts | 0.608 | 1.84 | 0.467 | 1520
3_5_place_dp | 0.409 | 1.56 | 0.454 | 1450
3_3_place_gp | 0.405 | 1.57 | 0.446 | 1450
2_1_floorplan | 0.375 | 2.35 | 0.436 | 1180
## cells by family after synthesis
family | count (synthesis)
flip-flops | 22
buffers and inverters | 20
multiplexers | 2
adder cells (fa/ha/maj) | 5
AND-OR/OR-AND | 28
XOR/XNOR | 5
AND/OR/NAND/NOR | 47
## power by group
part	switching (mW)	internal, mW
clock network	0.0686	0.127
registers	0.0173	0.261
logic	0.0662	0.0605
## layer usage
layer | track usage | vias up | share of wire
met5 | 0 | - | 0
met3 | 0.0141 | 2 | 0.062
met4 | 0.00464 | 0 | 0.014
li1 | - | 465 | -
met2 | 0.0591 | 16 | 0.46
met1 | 0.0403 | 425 | 0.46
## registers in the layout, summed over array words and instances (netlist names)
signal	cells
divider.busy	1
divider.ac	9
divider.r	1
divider.i	3
divider.q1	8
## critical path: stages
cell and delay, ns:
clkdlybuf4s50_1 0.88, buf_4 0.30, nor4bb_1 0.08, a41oi_1 0.17, o211ai_1 0.11
## how the worst max path moves through the flow
| stage | slack [ns] | from | end | depth (start not counted) |
|---|---|---|---|---|
| final | 1.83 | start | divider.q1[6] | 5 |
| after global routing | 1.72 | start | divider.q1[6] | 5 |
| after CTS | 1.84 | start | divider.q1[6] | 5 |
## area by class of cell
cell class,count,area (um2),share of cell area
multi-input cells,87,543,0.357
well taps,129,161,0.106
clock buffers,3,41.3,0.0271
flip-flops and latches,22,531,0.349
clock inverters,1,30.0,0.0197
inverters,8,30.0,0.0197
repair buffers,19,185,0.122
No activity file was given, so power comes from the tool's default toggle rates.
