[/design/flow/design.v]
module streaming_unit #(GRID_DIM=16*16, SIDE_LENGTH=GRID_DIM/16, ADDRESS_WIDTH=$clog2(GRID_DIM)+1)
							  (input logic signed [ADDRESS_WIDTH-1:0] x,
							   input logic signed [ADDRESS_WIDTH-1:0] y,  
								input logic signed [9*ADDRESS_WIDTH-1:0] cx,  
								input logic signed [9*ADDRESS_WIDTH-1:0] cy,  
								output logic [9*ADDRESS_WIDTH-1:0] write_addresses);  
logic signed [ADDRESS_WIDTH-1:0] x_stream0;
logic signed [ADDRESS_WIDTH-1:0] y_stream0;
logic signed [ADDRESS_WIDTH-1:0] x_stream1;
logic signed [ADDRESS_WIDTH-1:0] y_stream1;	
logic signed [ADDRESS_WIDTH-1:0] x_stream2;
logic signed [ADDRESS_WIDTH-1:0] y_stream2;	
logic signed [ADDRESS_WIDTH-1:0] x_stream3;
logic signed [ADDRESS_WIDTH-1:0] y_stream3;	
logic signed [ADDRESS_WIDTH-1:0] x_stream4;
logic signed [ADDRESS_WIDTH-1:0] y_stream4;	
logic signed [ADDRESS_WIDTH-1:0] x_stream5;
logic signed [ADDRESS_WIDTH-1:0] y_stream5;	
logic signed [ADDRESS_WIDTH-1:0] x_stream6;
logic signed [ADDRESS_WIDTH-1:0] y_stream6;	
logic signed [ADDRESS_WIDTH-1:0] x_stream7;
logic signed [ADDRESS_WIDTH-1:0] y_stream7;	
logic signed [ADDRESS_WIDTH-1:0] x_stream8;
logic signed [ADDRESS_WIDTH-1:0] y_stream8;	
always_comb
begin
	x_stream0 = x + cx[9*ADDRESS_WIDTH-1:8*ADDRESS_WIDTH];
	y_stream0 = y + cy[9*ADDRESS_WIDTH-1:8*ADDRESS_WIDTH];
	write_addresses[9*ADDRESS_WIDTH-1:8*ADDRESS_WIDTH] = ((x_stream0 < 0 | x_stream0 >= GRID_DIM/16) | (y_stream0 < 0 | y_stream0 >= GRID_DIM/16)) ? 9'b111111111 : GRID_DIM - SIDE_LENGTH*(1+y_stream0)+x_stream0; 
	x_stream1 = x + cx[8*ADDRESS_WIDTH-1:7*ADDRESS_WIDTH];
	y_stream1 = y + cy[8*ADDRESS_WIDTH-1:7*ADDRESS_WIDTH];
	write_addresses[8*ADDRESS_WIDTH-1:7*ADDRESS_WIDTH] = ((x_stream1 < 0 | x_stream1 >= GRID_DIM/16) | (y_stream1 < 0 | y_stream1 >= GRID_DIM/16)) ? 9'b111111111 : GRID_DIM - SIDE_LENGTH*(1+y_stream1)+x_stream1; 
	x_stream2 = x + cx[7*ADDRESS_WIDTH-1:6*ADDRESS_WIDTH];
	y_stream2 = y + cy[7*ADDRESS_WIDTH-1:6*ADDRESS_WIDTH];
	write_addresses[7*ADDRESS_WIDTH-1:6*ADDRESS_WIDTH] = ((x_stream2 < 0 | x_stream2 >= GRID_DIM/16) | (y_stream2 < 0 | y_stream2 >= GRID_DIM/16)) ? 9'b111111111 : GRID_DIM - SIDE_LENGTH*(1+y_stream2)+x_stream2; 
	x_stream3 = x + cx[6*ADDRESS_WIDTH-1:5*ADDRESS_WIDTH];
	y_stream3 = y + cy[6*ADDRESS_WIDTH-1:5*ADDRESS_WIDTH];
	write_addresses[6*ADDRESS_WIDTH-1:5*ADDRESS_WIDTH] = ((x_stream3 < 0 | x_stream3 >= GRID_DIM/16) | (y_stream3 < 0 | y_stream3 >= GRID_DIM/16)) ? 9'b111111111 : GRID_DIM - SIDE_LENGTH*(1+y_stream3)+x_stream3; 
	x_stream4 = x + cx[5*ADDRESS_WIDTH-1:4*ADDRESS_WIDTH];
	y_stream4 = y + cy[5*ADDRESS_WIDTH-1:4*ADDRESS_WIDTH];
	write_addresses[5*ADDRESS_WIDTH-1:4*ADDRESS_WIDTH] = ((x_stream4 < 0 | x_stream4 >= GRID_DIM/16) | (y_stream4 < 0 | y_stream4 >= GRID_DIM/16)) ? 9'b111111111 : GRID_DIM - SIDE_LENGTH*(1+y_stream4)+x_stream4; 
	x_stream5 = x + cx[4*ADDRESS_WIDTH-1:3*ADDRESS_WIDTH];
	y_stream5 = y + cy[4*ADDRESS_WIDTH-1:3*ADDRESS_WIDTH];
	write_addresses[4*ADDRESS_WIDTH-1:3*ADDRESS_WIDTH] = ((x_stream5 < 0 | x_stream5 >= GRID_DIM/16) | (y_stream5 < 0 | y_stream5 >= GRID_DIM/16)) ? 9'b111111111 : GRID_DIM - SIDE_LENGTH*(1+y_stream5)+x_stream5; 
	x_stream6 = x + cx[3*ADDRESS_WIDTH-1:2*ADDRESS_WIDTH];
	y_stream6 = y + cy[3*ADDRESS_WIDTH-1:2*ADDRESS_WIDTH];
	write_addresses[3*ADDRESS_WIDTH-1:2*ADDRESS_WIDTH] = ((x_stream6 < 0 | x_stream6 >= GRID_DIM/16) | (y_stream6 < 0 | y_stream6 >= GRID_DIM/16)) ? 9'b111111111 : GRID_DIM - SIDE_LENGTH*(1+y_stream6)+x_stream6; 
	x_stream7 = x + cx[2*ADDRESS_WIDTH-1:ADDRESS_WIDTH];
	y_stream7 = y + cy[2*ADDRESS_WIDTH-1:ADDRESS_WIDTH];
	write_addresses[2*ADDRESS_WIDTH-1:ADDRESS_WIDTH] = ((x_stream7 < 0 | x_stream7 >= GRID_DIM/16) | (y_stream7 < 0 | y_stream7 >= GRID_DIM/16)) ? 9'b111111111 : GRID_DIM - SIDE_LENGTH*(1+y_stream7)+x_stream7; 
	x_stream8 = x + cx[ADDRESS_WIDTH-1:0];
	y_stream8 = y + cy[ADDRESS_WIDTH-1:0];
	write_addresses[ADDRESS_WIDTH-1:0] = ((x_stream8 < 0 | x_stream8 >= GRID_DIM/16) | (y_stream8 < 0 | y_stream8 >= GRID_DIM/16)) ? 9'b111111111 : GRID_DIM - SIDE_LENGTH*(1+y_stream8)+x_stream8; 
end
endmodule
[/design/flow/config.mk]
export PLATFORM = sky130hd
export DESIGN_NAME = streaming_unit
export DESIGN_NICKNAME = streaming_unit
export VERILOG_FILES = /design/flow/design.v
export SDC_FILE = /design/flow/constraint.sdc
export NUM_CORES = 4
export LEC_CHECK = 1
export CORE_UTILIZATION = 30
[/design/flow/constraint.sdc]
current_design streaming_unit

set clk_period 12.8
set clk_io_pct 0.2

create_clock -name clk0 -period $clk_period

set non_clock_inputs [all_inputs -no_clocks]
set_input_delay [expr $clk_period * $clk_io_pct] -clock clk0 $non_clock_inputs
set_output_delay [expr $clk_period * $clk_io_pct] -clock clk0 [all_outputs]
[/design/flow/run.sh]
#!/bin/bash
# OpenROAD 26Q1-2900-gdf79404cd8, Yosys 0.63+post, stock flow scripts
make -C /OpenROAD-flow-scripts/flow DESIGN_CONFIG=/design/flow/config.mk WORK_HOME=/design/flow/orfs finish
==> metrics.csv <==
stage;metric;value;unit
status;status;complete, no violations;
power_and_ir_drop;Lkg Pwr;0.00562;uW
layout;FILL cells;3275;
synth;cell taking the most area after synthesis;ha_1;
drt;WL final;32100;um
synth;Mapped Area;0.00983;mm^2
place;port buffer count;261;
synth;cells in synth_stat.txt;1272;
synth;post-synth cell types;68;
place;dpl cells;1978;
synth;Synth area leaders;ha_1 (31%), xnor2_1 (12%), a21oi_1 (5.2%), xor2_1 (4.5%), a21o_1 (4.4%);
place;GP Congestion;0.916;
layout;Layout Cells excl Fill;1981;
layout;comb. cell area;0.00952;mm^2
die;Ports;261;
grt;M1 GR Usage;0.285;
clocking;PostCTS Resize Cnt;0;
layout;Flop Count;0;
die;die area;0.0335;mm^2
layout;layout cells sized above 1;0.0331;
final_timing;period utilization;0.721;
layout;Reg area;0;um^2
synth;Yosys warning count;1;
synth;Area leader share;0.309;
drt;DRC errors left;0;
min_path;Hold WC Path Type;in -> out;
power_and_ir_drop;Clock Power Share;0;
place;Placement Setup Slack;3.55;ns
final_timing;final hold violations;0;
power_and_ir_drop;Seq pwr share;0;
grt;first-pass GRT wire length;49300;um
final_timing;Max Transition Viols Final;0;
layout;clock buf count;0;
drt;DR iter-0 viols;429;
grt;met2 GRT Util;0.306;
power_and_ir_drop;Net Switching;523;uW
grt;met3 Resource Use GR;0.0291;
job;# Max-Cap Violations;0;
final_timing;Final Setup Violations;0;
job;tool warning count;32;
power_and_ir_drop;power per cell area;77.5;mW/mm^2
synth;syn avg cell area;7.73;um^2
setup_path;CP Capture Type;output pin;
clocking;Setup Buffers After CTS;0;
grt;largest net degree at the start of global routing;19;
die;Initial Util;0.308;
final_timing;setup_tns;0;ns
grt;number of global-route vias before repair;9302;
drt;Routed Antenna Nets;0;
layout;Area Overhead vs Synth;33.2;%
grt;aggregate global routing overflow;0;
grt;All-Layer GR Usage;0.192;
die;area of the core;0.0319;mm^2
die;height of the chip;183;um
drt;via count;9975;
synth;sequential-to-total area share from yosys stat;0;
synth;top-count cell post-synth;ha_1;
grt;GRT Max-Usage Layer;met2;
final_timing;RSZ-0062 raised after global routing;no;
power_and_ir_drop;internal power;492;uW
setup_path;critical path class;in -> out;
drt;DR vias/cell;5.04;
setup_path;worst path required time;10.24;ns
final_timing;fin crit period;9.23;ns
power_and_ir_drop;Logic pwr share;1.000;
grt;initial antenna violation count;5;
final_timing;Fmax achieved;0.108;GHz
synth;Post-synth top cells;ha_1 (243), xnor2_1 (131), a21oi_1 (102);
power_and_ir_drop;total power;1020;uW
setup_path;crit path DAT;6.67;ns
drt;first drt pass iteration count;6;
synth;Post-Syn Instances;1272;
final_timing;Setup WS post-layout;3.57;ns
clocking;CTS hold repair buffers;0;
power_and_ir_drop;Max IR drop VDD;0.0390;mV
setup_path;Startpoint Class;primary input;
power_and_ir_drop;switching share of power;0.515;
setup_path;CP max FO;9;
die;Row Count;65;
die;Die X;183;um
final_timing;Worst slew margin;0.456;
drt;wire per inst;16.2;um
synth;synthesis area per yosys;0.00983;mm^2
final_timing;Slew @ Worst Pin;0.809;ns
place;post-DP HPWL;26300;um
-- per-stage QoR --
stage / hold slack (ns) / utilization / area (um^2)
2_1_floorplan: 5.27 / - / 9830
3_3_place_gp: 6.22 / 0.411 / 13100
6_report: 6.22 / 0.411 / 13100
4_1_cts: 6.23 / 0.411 / 13100
3_5_place_dp: 6.23 / 0.411 / 13100
5_1_grt: 6.27 / 0.411 / 13100
-- layout make-up --
| cell class | instances | area share |
|---|---|---|
| Inverter | 75 | 0.0215 |
| Timing Repair Buffer | 279 | 0.209 |
| Antenna cell | 3 | 0.000573 |
| Tap cell | 435 | 0.0416 |
| Multi-Input combinational cell | 1189 | 0.727 |
-- critical path, cell delays in order --
cell and delay, ns:
clkdlybuf4s50_1 0.46, buf_4 0.22, ha_1 0.23, inv_1 0.06
fa_1 0.41, nand3b_1 0.18, a31oi_1 0.26, mux2i_1 0.11
or4_1 0.49, or4_1 0.46, nor4_4 0.60, nand2_1 0.11
clkdlybuf4s50_1 0.51
-- cells by family (layout without fill, tap and decap cells) --
kind of cell / count (synthesis) / count (layout) / synth area share
AND-OR/OR-AND: 395 / 395 / 0.265
XOR/XNOR: 186 / 186 / 0.171
adder cells (fa/ha/maj): 261 / 261 / 0.346
buffers and inverters: 83 / 354 / 0.0317
multiplexers: 3 / 3 / 0.00331
other: 0 / 3 / 0
AND/OR/NAND/NOR: 344 / 344 / 0.183
-- cell usage in the layout, fill, tap and decap left out, types with 4 or more instances in the layout --
cell / instances
or2_2: 15
or3_1: 8
nor3_1: 19
a31oi_1: 8
nor2b_1: 14
nor4_1: 14
fa_1: 18
a2111oi_0: 5
o31ai_1: 4
xnor2_1: 131
o41ai_1: 6
o21bai_1: 18
and3_1: 4
a21o_1: 58
nand4b_1: 5
a211o_1: 6
o21a_1: 30
o21ai_0: 64
inv_1: 75
nand2_1: 70
buf_4: 18
a21oi_1: 102
o22ai_1: 8
o21ai_1: 4
nand3b_1: 5
or4_1: 8
nand2b_1: 42
clkdlybuf4s50_1: 260
o211ai_1: 7
a211oi_1: 43
ha_1: 243
xnor3_1: 4
xor2_1: 51
nor2_1: 86
nand3_1: 37
-- power groups by stage --
stage	combinational [uW]	sequential [uW]	clock (uW)
CTS	1020	0	0
global route	1150	0	0
finish	1020	0	0.0000314
-- path summary, 6_finish.rpt --
| check | from | end | slack, ns | cells past startpoint |
|---|---|---|---|---|
| hold / removal | cx[9] | write_addresses[9] | 6.22 | 4 |
| setup / recovery | y[0] | write_addresses[59] | 3.57 | 13 |
-- layer usage --
layer  vias to the layer above  wire length (um)
met5                         -                43
met4                         6               210
met3                        14              2110
met2                       244             13900
met1                      4429             15800
li1                       5282                 -
Power and IR drop assume default switching activity.
